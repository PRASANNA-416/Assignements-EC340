==> config.mk <==
export PLATFORM = sky130hd
export DESIGN_NAME = addern
export DESIGN_NICKNAME = addern
export VERILOG_FILES = /design/flow/design.v
export SDC_FILE = /design/flow/constraint.sdc
export NUM_CORES = 4
export LEC_CHECK = 1
export CORE_AREA = 10 10 82 82
export DIE_AREA = 0 0 92 92
export SYNTH_HDL_FRONTEND = slang
==> constraint.sdc <==
current_design addern

set clk_period 3.5
set clk_io_pct 0.2

create_clock -name clk0 -period $clk_period

set non_clock_inputs [all_inputs -no_clocks]
set_input_delay [expr $clk_period * $clk_io_pct] -clock clk0 $non_clock_inputs
set_output_delay [expr $clk_period * $clk_io_pct] -clock clk0 [all_outputs]
==> design.v <==
module addern (X, Y, carryin, S, carryout,sig);
  input carryin;
  input sig;
  input [7:0] X, Y;
  output reg [8:0] S;
  output reg carryout;
  reg [8:0] C;
  integer k;
  always @(X, Y, carryin)
    if(sig == 1)
    begin
        C[0] = carryin;
      for (k = 0; k < 8; k = k+1)
        begin
              S[k] = X[k] ^ Y[k] ^ C[k];
              C[k+1] = (X[k] & Y[k]) | (X[k] & C[k]) | (Y[k] & C[k]);
        end
      carryout = C[8];
    end
    else 
        S = X - Y;
endmodule
==> run.sh <==
#!/bin/bash
# OpenROAD 26Q1-2900-gdf79404cd8, Yosys 0.63+post, stock flow scripts
make -C /OpenROAD-flow-scripts/flow DESIGN_CONFIG=/design/flow/config.mk WORK_HOME=/design/flow/orfs finish
==> flow_metrics.rpt <==
=== SYNTHESIS / PLACE & ROUTE SUMMARY ===
----------------------------------------------------
[Status]
  Status ........................ complete, but fails checks
  Violations in the final reports ........................ setup timing

[Logic synthesis]
  Syn Inst Count ........................ 86
  Warnings from Yosys ........................ 0
  Register bit count reported by yosys ........................ 2
  Chip Area, Yosys ........................ 691 um^2
  Ys cells ........................ 86
  Syn Std Cell Area ........................ 691 um^2
  Cell Type Count ........................ 30
  Syn Area/Cell ........................ 8.03 um^2

[Layout]
  Dominant logic cell type in the layout ........................ clkdlybuf4s50_1
  Synthesis-to-layout area growth ........................ 73.0%
  Dominant logic cell types in the final layout ........................ 18 x clkdlybuf4s50_1, 14 x buf_4, 12 x inv_1, 8 x ha_1, 7 x fa_2
  Fraction of final layout cells sized beyond drive strength 1 ........................ 31.7%

[Final timing]
  Endpoints left unconstrained ........................ 4
  Max-Slew Margin vs Limit ........................ 79.6%
  Max Transition Viols Final ........................ 0
  Slack of the critical path ........................ -1150 ps
  Count of unclocked register or latch pins ........................ 2
  Portion of the clock cycle consumed by the worst path in the final layout ........................ 133%
  Timing-limited maximum frequency ........................ 0.215 GHz
  Final hold viol count ........................ 0
  Pin slew with the least headroom to its limit ........................ 305 ps
  Unrepaired setup endpoints after global routing ........................ true
  Minimum hold slack ........................ 2050 ps
  Final Critical Period ........................ 4650 ps
  Setup-failing EPs final ........................ 4

[GRT]
  Number of global-route vias before repair ........................ 761
  Total GRT Usage ........................ 4.70%
  Wire length of the first global-routing pass ........................ 3.38 mm
  Largest net degree at the start of global routing ........................ 13
  Number of antenna violations at the first check in global routing ........................ 0
  Global route overflow ........................ 0

[Route]
  Sum of routed wire length over all layers ........................ 1.83 mm
  Routed WL per cell ........................ 9.33 um
  DR vias ........................ 695
  Remaining design rule violation count ........................ 0
  Tally of nets with antenna violations remaining after routing ........................ 0
  Starting DRC count in detailed routing ........................ 18
  Count of TritonRoute iterations in the first routing pass ........................ 4
  Inserted Diodes ........................ 0
  Vias per Instance ........................ 3.55

[Floorplan]
  Y dimension of the die ........................ 92 um
  Width of the die ........................ 92 um
  Total die size ........................ 8460 um^2
  Core Rows ........................ 26
  Core utilization at floorplan ........................ 13.6%
  Core box area ........................ 5070 um^2
  Top-level I/O count ........................ 28

[Setup path]
  Slowest cell on crit path ........................ fa_1
  Top cell by count, worst path ........................ fa_2
  Cells traversed along the worst timing path ........................ buf_8 > inv_4 > fa_2 > inv_2 > fa_2 > fa_2 > fa_2 > fa_2 > fa_2 > fa_2 > inv_2 > fa_1 > inv_1 > a21oi_2 > o311ai_1 > buf_2
  Arrival time of the worst setup path ........................ 3950 ps
  Critical path data required time ........................ 2800 ps
  Biggest cell delay along the critical path ........................ 400 ps
  Critical Path Fanout Max ........................ 2
  Startpoint type of the worst setup path ........................ input pin
  Kind of critical path ........................ in2out
  Critical path endpoint category ........................ output pin

[Placement]
  Final estimated routing congestion in global placement ........................ 0.776
  HPWL Detailed ........................ 1.69 mm
  DP Worst Slack ........................ -2130 ps
  Count of port buffers added during placement ........................ 28

[Job]
  Tool Warnings ........................ 35
  Number of violations of the max-capacitance limit ........................ 0

[Power and ir drop]
  Leakage power ........................ 0.000537 uW
  Power density over cell area ........................ 147 nW/um^2
  Max IR drop VDD ........................ 0.0468 mV

[Worst hold path]
  Type of the most critical hold path ........................ in2out

----------------------------------------------------
[flip-flops by register name, indices dropped and copies added, names as in the netlist]
| signal | count |
|---|---|
| carryout | 1 |
| S | 1 |
[path summary, 6_finish.rpt]
path               end  cells past startpoint  startpoint  slack, ps
setup / recovery  S[7]                     16        Y[0]      -1150
hold / removal    S[0]                      4        Y[0]       2050
[cells in the mapped netlist]
master / instances / area [um^2]
inv_1: 17 / 63.8
fa_1: 9 / 180
ha_1: 8 / 100
nand2_1: 7 / 26.3
a21oi_1: 5 / 25.0
o21ai_0: 5 / 25.0
nor2_1: 4 / 15.0
a211oi_1: 3 / 22.5
nand2b_1: 3 / 18.8
o21ai_1: 3 / 15.0
nor3b_1: 2 / 15.0
o31ai_1: 2 / 15.0
a211o_1: 1 / 8.76
a21boi_0: 1 / 7.51
a21oi_2: 1 / 8.76
a311oi_1: 1 / 8.76
and3_1: 1 / 6.26
buf_2: 1 / 5.00
clkbuf_1: 1 / 3.75
dlxtn_1: 1 / 15.0
dlxtp_1: 1 / 15.0
mux2_1: 1 / 11.3
mux2i_1: 1 / 10.0
nor2b_1: 1 / 6.26
nor2b_4: 1 / 13.8
o211a_1: 1 / 10.0
o311ai_1: 1 / 8.76
o31ai_2: 1 / 12.5
xnor2_1: 1 / 8.76
xor2_1: 1 / 8.76
[repair_timing]
action,CTS,global route
hold buffers,0,0
gates resized,41,3
setup buffers,1,0
pin swaps,13,11
setup endpoints to repair,6,4
[where the power goes]
| part | switching [uW] | internal [uW] | leakage (uW) |
|---|---|---|---|
| Sequential | 0.271 | 2.63 | 0.0000161 |
| Clock | 0 | 0 | 0 |
| Combinational | 71.2 | 102 | 0.000521 |
[critical path: cells and delay by family]
kind | cells | cell delay, ps
buffers and inverters | 6 | 470
adder cells (fa/ha/maj) | 8 | 2670
AND-OR/OR-AND | 2 | 120
[area by class of cell]
type                            instances  area, um^2
Fill cell                             577        3880
Multi-Input combinational cell         65         619
Timing Repair Buffer                   42         379
Tap cell                               70        87.6
Inverter                               17        78.8
Sequential cell                         2        30.0
[metal layers]
metal | track usage [%] | wire, um | up-vias
li1 | - | - | 373
met1 | 6.27 | 848 | 304
met2 | 7.94 | 822 | 18
met3 | 1.24 | 158 | 0
met4 | 0 | 0 | 0
met5 | 0 | 0 | -
[metrics by stage]
stage / power [uW] / instance area (um^2) / instances / util, % / TNS [ps]
2_1_floorplan: 84.0 / 721 / 86 / - / -1620
3_3_place_gp: 178 / 1180 / 195 / 23.2 / -7330
3_5_place_dp: 179 / 1180 / 195 / 23.2 / -7350
4_1_cts: 179 / 1180 / 196 / 23.3 / -3310
5_1_grt: 203 / 1190 / 196 / 23.5 / -3180
6_report: 176 / 1190 / 196 / 23.5 / -2750
[cells by family (layout without fill, tap and decap cells)]
family | after synthesis | in the layout | synth area share [%]
AND-OR/OR-AND | 25 | 25 | 24.3
AND/OR/NAND/NOR | 19 | 19 | 14.7
buffers and inverters | 19 | 59 | 10.5
adder cells (fa/ha/maj) | 17 | 17 | 40.6
XOR/XNOR | 2 | 2 | 2.54
multiplexers | 2 | 2 | 3.08
latches | 2 | 2 | 4.35
Power figures rest on the tool's default switching activity, not on a simulated workload.
