`/design/flow/config.mk`:
```
export PLATFORM = sky130hd
export DESIGN_NAME = multiplier
export DESIGN_NICKNAME = multiplier
export VERILOG_FILES = /design/flow/design.v
export SDC_FILE = /design/flow/constraint.sdc
export NUM_CORES = 4
export LEC_CHECK = 1
export CORE_UTILIZATION = 50
export SYNTH_HDL_FRONTEND = slang
```
`/design/flow/constraint.sdc`:
```
current_design multiplier

set clk_period 9.6
set clk_io_pct 0.2

create_clock -name clk0 -period $clk_period [get_ports {clock}]

set non_clock_inputs [all_inputs -no_clocks]
set_input_delay [expr $clk_period * $clk_io_pct] -clock clk0 $non_clock_inputs
set_output_delay [expr $clk_period * $clk_io_pct] -clock clk0 [all_outputs]
```
`/design/flow/design.v`:
```
module multiplier(input clock, reset_n, start,input [7:0] DataA, DataB,output reg [15:0] product, output reg done);
    reg [1:0] Comp_d ,Comp_q;
    parameter [1:0] S0=2'b00, S1=2'b01, S2=2'b10;
    reg [1:0] cp_fsm_d, cp_fsm_q;
    reg [7:0] N_zeros, B_d, B_q;
    reg [15:0] A_d, A_q,pdt_d, pdt_q;
    always @(posedge clock or posedge reset_n)
    begin
        if (reset_n) cp_fsm_q <= S0;
        else 
        begin
            cp_fsm_q <= cp_fsm_d;
            pdt_q <= pdt_d;
            A_q <= A_d;
            B_q <= B_d;
            Comp_q <= Comp_d;
        end
    end
    always @(*)
    begin
        cp_fsm_d = cp_fsm_q; done = 1'b0;
        case (cp_fsm_q)
            S0: if (start == 1) cp_fsm_d = S1;
            S1: if (B_q == 0) cp_fsm_d = S2;
            S2: begin done = 1'b1; if (start == 0) cp_fsm_d = S0; end
            default: cp_fsm_d = S0;
        endcase
    end
    always @(*)
    begin
        pdt_d = pdt_q; A_d = A_q; B_d = B_q;Comp_d = Comp_q;
        case (cp_fsm_q)
        S0: begin
            pdt_d = 16'b0;            
            B_d = DataB;
            Comp_d = 2'b11;
            if (DataA[7] == 1'b1)
            begin
                A_d[7:0] = DataA;
                A_d[15:8] = 8'b11111111;
            end
            else 
                A_d = DataA;
            end
        S1: begin
            A_d = A_q << 1;
            B_d = B_q >> 1;
            if ((B_q[0] == 1'b1) && Comp_q != 0)
                pdt_d = A_q + pdt_q ;
            else if ((B_q[0] == 1'b1) && Comp_q == 0)
                pdt_d = (~A_q + 1) + pdt_q;
            Comp_d = Comp_q - 1;
            end
            S2: product = pdt_q;
            default: pdt_d = pdt_q;
        endcase
    end
endmodule
```
`/design/flow/run.sh`:
```
#!/bin/bash
# OpenROAD 26Q1-2900-gdf79404cd8, Yosys 0.63+post, stock flow scripts
make -C /OpenROAD-flow-scripts/flow DESIGN_CONFIG=/design/flow/config.mk WORK_HOME=/design/flow/orfs finish
```
==> results.cfg <==
; generated from flow reports
[outcome]
status = finished, final reports clean

[final_timing]
worst_pin_slew_ps = 888
fin_crit_ps = 3620
fmax_mhz = 276
rsz0062_at_grt = false
maxSlewHeadroom_pct = 40.8
unclocked_regs = 16
untimed_endpoints = 32
tns_ps = 0
period_used_pct = 37.7
finalMaxSlewViolations = 0
setup_viol = 0
fin_worst_skew_ps = 6.43
final-hold-violation-count = 0
fin_ws_ps = 5980

[route]
drt_wl_total_um = 7480
avgRoutedWirePerCell_um = 15.6
ant_nets = 0
drtIter0Drc = 176
antenna_cells = 0
drcViolationCount = 0
routed_via_density = 5.65
vias = 2701
firstDrtPassIters = 4

[hold_path]
hp-class = reg2reg
holdPathStages = 2
min-delay-start = cp_fsm_q[0]

[die]
die_x_um = 86.2
fp.dieH_um = 86.2
chip_area_mm2 = 0.00743
num_rows = 30
initCoreUtil_pct = 51.9
pin_count = 36
core_area_mm2 = 0.00683

[pwr]
power.density_mw_per_mm2 = 161
leakagePower_uw = 0.00161
p_sw_uw = 240
combPwrFrac_pct = 40.0
power.share.sequential_pct = 41.6
ir_drop_v = 0.0000793
power_uw = 656
p_int_uw = 416
sw_frac_of_total_pct = 36.6
clockPowerShare_pct = 18.5

[place]
gp_congestion = 0.901
post-dp-hpwl_um = 5390
placed_area_mm2 = 0.00398
place_inst = 470
port_buffers = 35
place_ws_ps = 6000

[critical_path]
max_stage_delay_ps = 800
critical_path_buf_inv_count = 1
worst-path-max-fanout = 19
worstSetupEndpointType = output pin
worstPathCellList = clkdlybuf4s50_1
startpoint = cp_fsm_q[1]
criticalPathCategory = reg2out
worst-r2r-cell-count = 7
crit_family = flip-flops
critPathSlowestCell = dfrtp_1
r2r_start = pdt_q[8]
cp-start-kind = flop
required_ps = 7680
path_depth = 1
cp_data_arrival_time_ps = 1700

[finish]
fill_cells = 599
area_delta_synth_final_pct = 14.8
fin_cells = 478
final_area_mm2 = 0.00407
drive_above_1_share_pct = 9.42

[synth]
top_cell_area_share_pct = 35.6
syn_area_per_cell_um2 = 10.1
synth-async-reset-ratio_pct = 4.92
common_cells = edfxtp_1, ha_1, inv_1, nor2_1, a21oi_1
mappedNetlistArea_mm2 = 0.00354
netlist_instances = 350
yosysTopAreaCell = edfxtp_1
edf_count = 42
ys_types = 54
yosysMostFrequentCell = edfxtp_1
synth_top_flop_cell = edfxtp_1
topCellsByArea = edfxtp_1, ha_1, dlxtp_1
ys_ff = 61
yosys_cells = 350
yosys_warnings = 0
ys_chip_area_mm2 = 0.00354

[global_route]
gr-total-overflow = 0
grt_pass1_vias = 2651
grt.total_usage_pct = 23.1
grt_first_pass_wirelength_um = 12700
grt_max_degree = 27
antenna_found_initial = 0

[clock_network]
clk_pin_slew_ps = 90
cts_hold_buf = 0
cts_inserted_buffers = 5
clk_latency_ps = 300
cts-root-buf = clkbuf_8
post_cts_resized = 0
htreeDepth = 2
post_cts_buffers = 0
cts_tree = done
clockBufferDepth = 2

[run]
warnings = 41
maxCapViolCount = 0
## tightest hold or removal path, delay by kind of cell (launching register included)
family | cells | cell delay, ps
AND/OR/NAND/NOR | 2 | 120
flip-flops | 1 | 380
## cells by family after synthesis
| logic type | Yosys count | share of synthesized area (%) |
|---|---|---|
| AND-OR/OR-AND | 98 | 18.7 |
| XOR/XNOR | 7 | 1.73 |
| adder cells (fa/ha/maj) | 33 | 12.1 |
| buffers and inverters | 45 | 5.19 |
| flip-flops | 45 | 37.7 |
| latches | 16 | 6.78 |
| multiplexers | 15 | 4.69 |
| AND/OR/NAND/NOR | 91 | 13.1 |
## routing by layer
metal  GRT usage, %  wire (µm)  vias to the layer above
met4           5.00        180                        0
met5              0          0                        -
met1           37.6       3550                     1286
li1               -          -                     1347
met2           35.7       3510                       54
met3           2.80        233                       14
## flip-flops by register name (all words and copies together), names as in the netlist
register	flops
pdt_q	16
product	16
cp_fsm_q	3
A_q	16
B_q	8
Comp_q	2
## cell type report
cell class                 instances  area (µm²)  area share [%]
inverter                          29         109            2.67
multi-input combinational        244        1790            43.9
clock inverter                     3        21.3           0.523
timing repair buffer              40         388            9.53
sequential                        61        1580            38.8
tap                               96         120            2.95
clock buffer                       5        68.8            1.69
## power by group through the flow
stage         Sequential [µW]  Combinational (µW)  Clock [µW]
CTS                       273                 263         125
finish                    272                 262         121
global route              276                 294         133
## placed cells by master (no fill, tap or decap), drive strengths merged, types with 3 or more instances in the layout
master	n
a211oi	3
a21o	8
a21oi	22
a221oi	3
a31oi	4
buf	5
clkbuf	5
clkdlybuf4s50	35
dlxtp	16
edfxtp	42
ha	31
inv	30
mux2	13
nand2	17
nand2b	7
nand3	6
nor2	28
nor2b	9
nor3	8
nor4	5
o211ai	8
o21a	5
o21ai	17
o31a	3
o31ai	8
or3	3
xnor2	3
xor2	4
## path summary, 6_finish.rpt
kind                               end  slack [ps]
max                               done        5980
min in group asynchronous  cp_fsm_q[1]        1820
max reg2reg                  pdt_q[15]        7010
max in group asynchronous  cp_fsm_q[0]        7570
min reg2reg                cp_fsm_q[0]         500
min                        cp_fsm_q[0]         500
## metrics by stage
stage	utilization, %	hold slack [ps]
2_1_floorplan	-	471
6_report	59.6	496
3_3_place_gp	58.3	485
5_1_grt	59.6	541
4_1_cts	59.6	501
3_5_place_dp	58.3	487
No activity file was given, so power comes from the tool's default toggle rates.
